<file path="run.sh">
#!/bin/bash
# OpenROAD 26Q1-2900-gdf79404cd8, Yosys 0.63+post, stock flow scripts
make -C /OpenROAD-flow-scripts/flow DESIGN_CONFIG=/design/flow/config.mk WORK_HOME=/design/flow/orfs finish
</file>
<file path="config.mk">
export PLATFORM = sky130hd
export DESIGN_NAME = MultiplexedDandC
export DESIGN_NICKNAME = MultiplexedDandC
export VERILOG_FILES = /design/flow/design.v
export SDC_FILE = /design/flow/constraint.sdc
export NUM_CORES = 4
export LEC_CHECK = 1
export CORE_AREA = 10 10 89 89
export DIE_AREA = 0 0 99 99
</file>
<file path="constraint.sdc">
current_design MultiplexedDandC

set clk_period 2.4
set clk_io_pct 0.2

create_clock -name clk0 -period $clk_period [get_ports {Clock}]

set non_clock_inputs [all_inputs -no_clocks]
set_input_delay [expr $clk_period * $clk_io_pct] -clock clk0 $non_clock_inputs
set_output_delay [expr $clk_period * $clk_io_pct] -clock clk0 [all_outputs]
</file>
<file path="design.v">
module BinaryToHex (
	input [3:0] BIN, 				 
	output logic [0:6] SEV
	); 								 
		always_comb 				 
			case ({BIN[3:0]}) 	 
				4'b0000: {SEV[0:6]} = 7'b1111110; 
				4'b0001: {SEV[0:6]} = 7'b0110000; 
				4'b0010: {SEV[0:6]} = 7'b1101101; 
				4'b0011: {SEV[0:6]} = 7'b1111001; 
				4'b0100: {SEV[0:6]} = 7'b0110011; 
				4'b0101: {SEV[0:6]} = 7'b1011011; 
				4'b0110: {SEV[0:6]} = 7'b1011111; 
				4'b0111: {SEV[0:6]} = 7'b1110000; 
				4'b1000: {SEV[0:6]} = 7'b1111111; 
				4'b1001: {SEV[0:6]} = 7'b1110011; 
				4'b1010: {SEV[0:6]} = 7'b1110111; 
				4'b1011: {SEV[0:6]} = 7'b0011111; 
				4'b1100: {SEV[0:6]} = 7'b1001110; 
				4'b1101: {SEV[0:6]} = 7'b0111101; 
				4'b1110: {SEV[0:6]} = 7'b1001111; 
				4'b1111: {SEV[0:6]} = 7'b1000111; 
	endcase
endmodule
module ControlMod
(
	input slow_clock, reset,
	output reg [1:0] SEL,
	output reg [3:0] CAT
);
	reg [1:0] state, nextstate;
		always @ (negedge slow_clock, negedge reset)
			if (reset == 0) state <= 2'b0; else state <= nextstate;
				always @ (state)
					case ({state})
						2'b00: begin nextstate = 2'b01; SEL = 2'b00; CAT = 4'b1000; end
						2'b01: begin nextstate = 2'b10; SEL = 2'b01; CAT = 4'b0100; end
						2'b10: begin nextstate = 2'b11; SEL = 2'b10; CAT = 4'b0010; end
						2'b11: begin nextstate = 2'b00; SEL = 2'b11; CAT = 4'b0001; end
	endcase
endmodule
module MultiplexedDandC(
	input [3:0] HEX0, HEX1, HEX2, HEX3,
	input Reset, Clock, Load,
	output [0:6] SEG, 
	output [3:0] CAT
);
	logic [1:0] select;
	logic [3:0] selected_HEX;
	logic [3:0] REG0, REG1, REG2, REG3;
	logic Muxrate;
clockLadder clockLadder_inst
(
	.clock(Clock) ,		 
	.clear(Reset) ,		 
	.PIN17(Muxrate) 		 
);
ControlMod ControlMod_inst
(
	.slow_clock(Muxrate) ,	 
	.reset(Reset) ,			 
	.SEL(select) ,			 
	.CAT(CAT) 			 
);
four2one four2oneMUX
(
	.select(select) ,				 
	.D0(HEX0) ,						 
	.D1(HEX1) ,						 
	.D2(HEX2) ,						 
	.D3(HEX3) ,						 
	.Y(selected_HEX) 				 
);
BinaryToHex BinaryToHex
(
	.BIN(selected_HEX) ,		 
	.SEV(SEG) 					 
);
endmodule 
module NbitBinCount #(parameter N = 4)
	(
		input COUNT, CLEAR,
		output logic [N-1:0] y 		 
	);
		always_ff @ (posedge COUNT, negedge CLEAR)
			if (CLEAR==1'b0) y <= 0; 		 
			else y <= y + 1'b1; 				 
endmodule
module clockLadder
(
	input clock, clear,
	output [32:0] y,
	output PIN17
);
	logic [32:0] count;
NbitBinCount#(32) NbitBinCount
(
	.COUNT(clock) ,	 
	.CLEAR(clear) ,	 
	.y(count) 				 
);
assign y = count;
assign PIN17 = count[10];
endmodule 
module four2one #(parameter N = 4)
(
	input [1:0] select, 				 
	input [N-1:0] D0,D1,D2,D3, 	 
	output logic [N-1:0] Y 			 
);	
	always_comb begin					 
			case ({select}) 				 
				2'b00: Y = D0;
				2'b01: Y = D1;
				2'b10: Y = D2;
				2'b11: Y = D3;
			endcase
	end
endmodule
</file>
==> impl_metrics.json <==
{
  "drt-initial-drc-count": 10,
  "r2r_setup_slack_ns": 1.19,
  "via_count": 847,
  "maxSlewViolCount": 0,
  "finalCritPeriodShare_pct": 102.3,
  "mux_area_share_pct": 8.728,
  "common_cells": "dfrtp_1 (11), ha_1 (8), xnor2_1 (8)",
  "fin_util_pct": 27.19,
  "core_area_sq_um": 5991,
  "row_count": 28,
  "edf_count": 0,
  "routed_wirelength_microns": 2676,
  "grt_pass1_wl_microns": 4533,
  "finalSetupTns_ns": -0.09769,
  "ff_type": "dfrtp_1",
  "ant_nets": 0,
  "fmax_mhz": 407.4,
  "ys.warnings.count": 5,
  "largest_area_cell": "dfrtp_1",
  "clock_latency_ns": 0.24,
  "ys_sh_adder_pct": 9.975,
  "synthXorXnorAreaFrac_pct": 8.728,
  "cts_buffers": 3,
  "htree_num_levels": 1,
  "cts_root_buf": "clkbuf_8",
  "layout_min_cycle_time_ns": 2.455,
  "synth_cell_types": 38,
  "topCombFamilyByArea": "simple AND/OR/NAND/NOR gates",
  "grt_usage_pct": 5.478,
  "compound_area_share_pct": 13.72,
  "crit_path_start_kind": "input port",
  "synthTopCellsByArea": "dfrtp_1 (27%), ha_1 (10%), dfrtn_1 (7.5%)",
  "antenna_found_initial": 0,
  "yosys.area.top_type_share_pct": 27.43,
  "die_h_microns": 99,
  "unconstrained_endpoints": 8,
  "detail_route.vias_per_cell": 4.092,
  "whs_ns": 0.4676,
  "synth-async-reset-ratio_pct": 100.0,
  "warning_count": 34,
  "setup_ws_ns": -0.05483,
  "synth_area_per_cell_sq_um": 10.68,
  "setup_violations": 2,
  "port-buffer-count": 28,
  "diodes": 0,
  "crit_fanout": 4,
  "cts.clk_slew.worst_paths_ns": 0.05,
  "tritoncts": "built",
  "wire_per_inst_microns": 12.93,
  "max_cap_viol_count": 0,
  "grt_max_degree": 16,
  "tightest_slew_ns": 0.6319,
  "dieArea_sq_um": 9801,
  "place_congestion": 0.7878,
  "ys_cells": 94,
  "syn2layout_area_growth_pct": 62.34,
  "cellPowerDensity_nw_per_um2": 307.9,
  "rsz0062_at_grt": "true",
  "worst_ep_required_time_ns": 1.92,
  "io_pins": 30,
  "synth-seq-cells": 15,
  "cts_hold_buf": 0,
  "die_w_microns": 99,
  "drt_drc_violations_left": 0,
  "fp_util_pct": 16.75,
  "syn_inst": 94,
  "path_class": "input port to output pin",
  "hold_viol": 0,
  "cp-end-kind": "output pin",
  "worstPathArrival_ns": 1.97,
  "peakVddDrop_v": 0.0003535,
  "relSlewSlack_pct": 57.74,
  "synthesis.area_sq_um": 1003,
  "violations": "setup timing",
  "first_pass_iters": 3,
  "grt_pass1_vias": 908,
  "post-place-ws_ns": -0.8817,
  "top_cell": "dfrtp_1",
  "p_leak_uw": 0.0007000,
  "hold_path_class": "flip-flop to flip-flop",
  "drive_gt1_share_pct": 40.91,
  "grt_overflow_total": 0,
  "cts_buffer_depth": 2,
  "finalClockSkew_ns": 0.006013,
  "synth_chip_area_sq_um": 1003,
  "hpwl_microns": 1976,
  "unclocked_regs": 4,
  "synth.cellmix.simpleShare_pct": 15.46,
  "design_area_sq_um": 1629,
  "post_dp_cell_area_sq_um": 1421,
  "ys_seq_share_pct": 37.53,
  "status": "complete, but fails checks"
}
-- final timing paths --
path | startpoint | end | cells after the start
setup / recovery | HEX1[0] | SEG[0] | 8
setup reg to reg | clockLadder_inst.NbitBinCount.y[0]$_DFF_PN0_ | clockLadder_inst.NbitBinCount.y[10]$_DFF_PN0_ | 4
max in group asynchronous | Reset | clockLadder_inst.NbitBinCount.y[0]$_DFF_PN0_ | 1
min in group asynchronous | Reset | clockLadder_inst.NbitBinCount.y[4]$_DFF_PN0_ | 1
hold reg to reg | clockLadder_inst.NbitBinCount.y[4]$_DFF_PN0_ | clockLadder_inst.NbitBinCount.y[4]$_DFF_PN0_ | 1
hold / removal | clockLadder_inst.NbitBinCount.y[4]$_DFF_PN0_ | clockLadder_inst.NbitBinCount.y[4]$_DFF_PN0_ | 1
-- cell families after synthesis --
logic type	Yosys count
simple gates	26
compound gates	16
flops	15
buf+inv	11
xor+xnor	10
mux	8
fa+ha+maj	8
-- layout make-up --
type / count / area (sq um)
Sequential cell: 15 / 376.6
Multi-Input combinational cell: 69 / 744.5
Clock buffer: 4 / 45.04
Tap cell: 75 / 93.84
Fill cell: 603 / 4362
Timing Repair Buffer: 39 / 350.3
Inverter: 5 / 18.77
-- worst max-delay path: stages --
cell	delay, ns
buf_6	0.09
or4b_4	0.52
o221ai_4	0.09
inv_2	0.08
ha_4	0.17
or3_1	0.34
o211ai_1	0.08
buf_2	0.12
-- sequential cells by signal, summed over array words and instances, names as in the netlist --
name                             flops
clockLadder_inst.NbitBinCount.y     11
ControlMod_inst.state                4
-- placed cells by master, fill, tap and decap left out, types with 2 or more instances in the layout --
master,n
dlymetal6s2s_1,2
nand2_2,2
or4b_4,3
o211ai_1,3
ha_2,2
ha_4,2
nor2_1,3
clkdlybuf4s50_1,8
dfrtn_1,3
buf_6,6
inv_1,3
mux2i_1,2
nand3_1,6
inv_2,2
nand2_1,2
buf_2,9
o221ai_4,3
buf_4,5
xor2_1,2
and3_1,3
mux2_4,6
clkbuf_8,3
dlygate4sd2_1,4
xnor2_1,8
dfrtp_1,11
ha_1,4
clkdlybuf4s15_1,4
-- report_power, final --
group	total [uW]	switching (uW)	internal, uW
Clock	182	65.8	116
Combinational	133	53.6	79.8
Sequential	186	0	186
Total	502	119	382
-- through the flow --
| step | cells | power, uW |
|---|---|---|
| final | 207 | 501.6 |
| after floorplan | 94 | 234.3 |
| after global routing | 207 | 531.0 |
| after global placement | 199 | 305.9 |
| after CTS | 206 | 495.6 |
| after detailed placement | 199 | 306.1 |
-- layer usage --
layer	up-vias	track usage [%]	share of wire, %
li1	423	-	-
met1	400	7.542	48
met2	24	8.517	44
met3	0	1.903	7.7
met4	0	0.2205	0
met5	-	0	0
-- timing repair --
action,in CTS,in global routing
endpoints found under the setup margin,7,7
gates resized,70,11
gates cloned,1,0
setup buffers,2,1
pin swaps,13,6
No activity file was given, so power comes from the tool's default toggle rates.

## flow/design.v

```verilog
module SevenSegmentDecoder (
    input  logic [3:0] hex,         
    output logic [6:0] seg          
);
    always_comb begin
        case (hex)
            4'h0: seg = 7'b0000001;  
            4'h1: seg = 7'b1001111;  
            4'h2: seg = 7'b0010010;  
            4'h3: seg = 7'b0000110;  
            4'h4: seg = 7'b1001100;  
            4'h5: seg = 7'b0100100;  
            4'h6: seg = 7'b0100000;  
            4'h7: seg = 7'b0001111;  
            4'h8: seg = 7'b0000000;  
            4'h9: seg = 7'b0000100;  
            4'hA: seg = 7'b0001000;  
            4'hB: seg = 7'b1100000;  
            4'hC: seg = 7'b0110001;  
            4'hD: seg = 7'b1000010;  
            4'hE: seg = 7'b0110000;  
            4'hF: seg = 7'b0111000;  
            default: seg = 7'b1111111;  
        endcase
    end
endmodule
```

## flow/run.sh

```bash
#!/bin/bash
# OpenROAD 26Q1-2900-gdf79404cd8, Yosys 0.63+post, stock flow scripts
make -C /OpenROAD-flow-scripts/flow DESIGN_CONFIG=/design/flow/config.mk WORK_HOME=/design/flow/orfs finish
```

## flow/config.mk

```make
export PLATFORM = sky130hd
export DESIGN_NAME = SevenSegmentDecoder
export DESIGN_NICKNAME = SevenSegmentDecoder
export VERILOG_FILES = /design/flow/design.v
export SDC_FILE = /design/flow/constraint.sdc
export NUM_CORES = 4
export LEC_CHECK = 1
export CORE_AREA = 10 10 70 70
export DIE_AREA = 0 0 80 80
```

## flow/constraint.sdc

```tcl
current_design SevenSegmentDecoder

set clk_period 1.7
set clk_io_pct 0.2

create_clock -name clk0 -period $clk_period

set non_clock_inputs [all_inputs -no_clocks]
set_input_delay [expr $clk_period * $clk_io_pct] -clock clk0 $non_clock_inputs
set_output_delay [expr $clk_period * $clk_io_pct] -clock clk0 [all_outputs]
```

==> writeup.txt <==
The flow ran to the end, and the final reports show no timing, DRC or antenna violations. The number of antenna violations at the first check in global routing is 0. The count of sequential standard cells was 0. The power report puts the leakage power at 0.2555 nW. The portion of the clock cycle consumed by the worst path in the final layout was 98.24%; the maximum single-stage delay on the critical path was 0.24 ns. The worst-case max-slew headroom was logged as 88.45%. The average size of a mapped cell is 8.152 sq um, and the starting DRC count in detailed routing is 3.

The run gives 29.44 uV for the worst supply voltage drop on vdd. The classification of the worst-slack hold path is input pin to output pin. The tools report the routability-driven placement congestion ratio as 0.7387. Per the summary, power density relative to cell area is 204.5 nW/um^2. With the number of standard-cell rows in the floorplan at 21, the arrival time at the worst endpoint is 1.33 ns. Counting instances in the post-synthesis netlist gives the leading cell types as sky130_fd_sc_hd__ha_1, sky130_fd_sc_hd__mux2i_1, sky130_fd_sc_hd__nor2_1.

The area share of the largest cell type after synthesis came out at 32.56%. In this run the maximum-capacitance check reported violations numbering 0. Total global-route track usage over all layers is 2.220%.

The via count of the first global-routing pass was 310. Looking at the critical path, the single cell with the biggest stage delay is sky130_fd_sc_hd__dlygate4sd2_1. Once detailed placement completed, the half-perimeter wirelength came to 604.1 um. Relative to the synthesized area, the layout overhead comes to 99.53%. Number of different library cells in the post-synthesis netlist: 13. Input and output buffers added on the ports amount to 11. For reference, the top cells by area after synthesis are sky130_fd_sc_hd__ha_1, sky130_fd_sc_hd__mux2i_1, sky130_fd_sc_hd__mux4_2. The detailed router reported a total wirelength of 782 um. The end-of-flow timing check tallies setup violations at 0.

Looking at the gate-level netlist, the highest instance count belongs to sky130_fd_sc_hd__ha_1. The total die size is 6400 sq um, and the wire length of the first global-routing pass is 1.248 mm. Static timing analysis puts the maximum clock frequency at 598.8 MHz. For this run, the detailed router reports a per-instance via density of 3.091. In the synthesis report, Yosys lists the chip area as 269.0 sq um.

Looking at the setup timing report, the critical path kind is input pin to output pin. The run gives 80 um for the horizontal extent of the die. In this run the critical path is formed by buf_6 -> buf_6 -> ha_2 -> buf_4 -> mux2i_1 -> a21oi_2 -> dlygate4sd2_1.

The data required time of the worst path was 1.36 ns; the largest fanout of any net on the critical path was 5. Post-layout minimum cycle time: 1.670 ns. At the end of the flow the core is filled with cells to 15.71%. For the number of antenna diodes, the log shows 0.

TritonRoute reported its final design rule violation total as 0. Grouping stages by cell kind, the critical path spends the most delay in buffers and inverters. The routed design shows a wire length per standard cell of 7.899 um. The share of the core area taken by cells at floorplan is 7.875%. Combined buffer and inverter count along the critical path: 4. The transition time at the pin with the least slew margin came out at 0.1684 ns. The worst setup path is launched from an input pin. The floorplan step defined a core boundary enclosing 3416 sq um. Once detail routing completed, the nets flagged for antenna violations numbered 0. The design draws 0.1098 mW. Cell type contributing the most total cell area after synthesis: sky130_fd_sc_hd__ha_1. The timing report shows the most common cell along the critical path to be sky130_fd_sc_hd__buf_6.

The synthesized netlist occupies a cell area of 269.0 sq um. The die is 80 um tall. The run gives 43.40% for the fraction of final layout cells with drive strength greater than 1. Pins over their slew limit in the final report were tallied at 0.

Entering global routing, the biggest net connects 11 pins. After clock tree synthesis, the flow added hold-fix buffers numbering 0. The worst setup path is captured at an output pin. Total cells reported by yosys after synthesis: 33. The routed layout has 306 vias.

With the number of warnings printed during yosys synthesis at 1, the synthesized instance count is 33. The global-route congestion overflow total was 0; the flip-flop and latch area was 0 sq um. The total iterations of the first detailed-routing run came out at 2. Number of top-level pins: 11. Counting the clock-network buffers in the layout gives 0. The number of hold violations in the final report was 0; the OpenROAD warning count was 38.

The sequential-to-total area share from yosys stat was 0%.
kinds of logic (layout without fill, tap and decap cells):
kind of cell	count (synthesis)	count (layout)	synth area share, %
AOI/OAI and AO/OA	6	6	13.95
adders and majority gates	7	7	32.56
buffers and inverters	5	25	9.766
muxes	7	7	30.70
and+or+nand+nor	8	8	13.02
tightest hold or removal path, cell delays in order:
cell and delay (ns):
sky130_fd_sc_hd__clkbuf_2 0.14, sky130_fd_sc_hd__mux4_2 0.22, sky130_fd_sc_hd__buf_2 0.09
metrics by stage:
step | hold slack (ns) | setup TNS, ns | area, sq um | instances | worst slack [ns]
after floorplan | 0.7801 | 0 | 269.0 | 33 | 0.2500
after global placement | 1.765 | -4.176 | 481.7 | 96 | -0.7414
after detailed placement | 1.768 | -4.188 | 481.7 | 96 | -0.7452
after CTS | 1.231 | 0 | 518.0 | 99 | 0.01903
after global routing | 1.196 | -0.006053 | 536.8 | 99 | -0.006053
final | 1.141 | 0 | 536.8 | 99 | 0.02988
where the power goes:
part           total [mW]  internal, mW  leakage (nW)  switching [mW]
clock network           0             0             0               0
logic               0.110        0.0663         0.255          0.0435
registers               0             0             0               0
total               0.110        0.0663         0.255          0.0435
routing by layer:
layer,part of all wire (%),GRT usage [%],up-vias
met4,0,0,0
met3,8.4,0.4545,0
li1,-,-,156
met1,42,2.384,142
met5,0,0,-
met2,49,4.494,8
worst paths after layout:
path | from | to | slack [ns] | depth (start not counted)
setup / recovery | hex[0] | seg[1] | 0.03 | 7
hold / removal | hex[3] | seg[3] | 1.14 | 3
what timing repair did:
item / 4_1_cts / 5_1_grt
pin swaps: 2 / 2
resized: 31 / 5
setup endpoints to repair: 7 / 7
buffers inserted: 3 / 0
layout by cell type, fill, tap and decap left out, drive strengths merged:
master | netlist | layout
nand2 | 1 | 1
o211ai | 1 | 1
inv | 3 | 3
a32o | 1 | 1
buf | 1 | 14
mux4 | 1 | 1
clkbuf | 1 | 1
dlygate4sd2 | 0 | 6
o21ai | 2 | 2
mux2i | 6 | 6
ha | 7 | 7
a21oi | 2 | 2
nor2 | 5 | 5
nand2b | 2 | 2
clkdlybuf4s15 | 0 | 1
area by class of cell:
| cell class | instances | area, sq um |
|---|---|---|
| fill | 382 | 2879 |
| inverter | 3 | 11.26 |
| multi-input combinational | 28 | 271.5 |
| tap | 46 | 57.56 |
| timing repair buffer | 22 | 196.4 |
Power and IR drop assume default switching activity.
